<file path="/design/flow/design.v">
`timescale 1ns / 1ps
module vga_controller(
    input clk,           
    input rst,
    output reg hsync,
    output reg vsync,
    output video_on,
    output [9:0] pixel_x,
    output [9:0] pixel_y
);
    parameter HD = 640;  
    parameter HF = 16;    
    parameter HB = 48;    
    parameter HR = 96;    
    parameter VD = 480;   
    parameter VF = 10;    
    parameter VB = 33;    
    parameter VR = 2;     
    reg [9:0] h_counter;
    reg [9:0] v_counter;
    always @(posedge clk or posedge rst) begin
        if (rst) begin
            h_counter <= 0;
            v_counter <= 0;
        end else begin
            if (h_counter < HD + HF + HB + HR - 1) begin
                h_counter <= h_counter + 1;
            end else begin
                h_counter <= 0;
                if (v_counter < VD + VF + VB + VR - 1) begin
                    v_counter <= v_counter + 1;
                end else begin
                    v_counter <= 0;
                end
            end
        end
    end
    always @(*) begin
        hsync = ~((h_counter >= HD + HF) && (h_counter < HD + HF + HR));
        vsync = ~((v_counter >= VD + VF) && (v_counter < VD + VF + VR));
    end
    assign video_on = (h_counter < HD) && (v_counter < VD);
    assign pixel_x = h_counter;
    assign pixel_y = v_counter;
endmodule
</file>
<file path="/design/flow/run.sh">
#!/bin/bash
# OpenROAD 26Q1-2900-gdf79404cd8, Yosys 0.63+post, stock flow scripts
make -C /OpenROAD-flow-scripts/flow DESIGN_CONFIG=/design/flow/config.mk WORK_HOME=/design/flow/orfs finish
</file>
<file path="/design/flow/config.mk">
export PLATFORM = sky130hd
export DESIGN_NAME = vga_controller
export DESIGN_NICKNAME = vga_controller
export VERILOG_FILES = /design/flow/design.v
export SDC_FILE = /design/flow/constraint.sdc
export NUM_CORES = 4
export LEC_CHECK = 1
export CORE_AREA = 10 10 109 109
export DIE_AREA = 0 0 119 119
</file>
<file path="/design/flow/constraint.sdc">
current_design vga_controller

set clk_period 3.8
set clk_io_pct 0.2

create_clock -name clk0 -period $clk_period [get_ports {clk}]

set non_clock_inputs [all_inputs -no_clocks]
set_input_delay [expr $clk_period * $clk_io_pct] -clock clk0 $non_clock_inputs
set_output_delay [expr $clk_period * $clk_io_pct] -clock clk0 [all_outputs]
</file>
==> Slide: Implementation Results <==
Key Metrics from the Run

Job
  – OpenROAD warning count: 27
  – Max_cap viols: 0

Final timing
  – Final period util: 69.2%
  – Skew final: ~0.0047 ns
  – Rel. slew slack: 45.6%
  – Hold Vio Cnt, Final: 0
  – RSZ-0062 raised after global routing: no
  – Hold WS: 0.514 ns
  – Worst-Margin Slew: 0.814 ns
  – Final setup vio count: 0
  – Fin Setup TNS: 0 ns
  – Slew Viols, Final: 0
  – Max Fclk: 380 MHz
  – Min cycle time layout: 2.63 ns

Min path
  – Worst hold path endpoint: h_counter[0]
  – Hold depth: 1
  – Hold Path Class: reg2reg
  – Min-delay src: h_counter[0]

Routing
  – Post-route antenna net violation count: 0
  – Routed wire length: 2.99 mm
  – # diodes: 0
  – DR pass1 iterations: 4
  – WL per Instance: 11.1 um
  – Initial detailed-routing violation count: ~65
  – Vias post-DR: between 900 and 1000
  – DRC: 0
  – Vias/cell: 3.42

Synth
  – Distinct lib cells: 34
  – Synth warn: 1
  – Synth Seq Share: 44.8%
  – Post-synthesis cell count: around 110
  – Dominant flop cell: dfrtp_1
  – Post-synth EDFFs: 0
  – Yosys Chip Area: around 1100 um^2
  – Ys cells: 112
  – Post-synthesis async set-or-reset flop share: about 100%
  – Avg Cell Area, Syn: 9.96 um^2
  – #FFs+latches synth: 20
  – Mapped Area: 1120 um^2

Clock network
  – Clock transition at the registers of the reported paths: 0.08 ns
  – CTS H-Tree Depth: 1
  – CTS Buffer Depth: 2
  – TritonCTS buffer count: 3
  – Clk latency late pin: 0.26 ns
  – CTS hold repair buffers: 0
  – Post_cts resized: 0
  – Sink Count: 20
  – Post-CTS setup buffer count: 0
  – TritonCTS clock tree: built
  – Root Buffer: clkbuf_8

Power
  – Sw Ratio: 18.8%
  – Combinational Power Share: 1.2%
  – Sequential share of power: 48.7%
  – Clk pwr share: 50.1%
  – PwrDens: ~280 nW/um^2
  – Sw Pwr: 0.0000823 W
  – Peak VDD IR: 176 uV
  – Cell-internal power: 0.000354 W
  – Leakage power: 0.630 nW

Floorplan
  – Io pins: 25
  – FP Util: a little under an eighth
  – Chip area: 14200 um^2
  – Cell Rows: 36
  – Die x size: approximately 120 um
  – Core ar.: about 9600 um^2
  – Die Height: between 100 and 150 um

Global route
  – Largest net degree at the start of global routing: 22
  – GRT Overall Usage: under 10%
  – Initial antenna violation count: 0
  – Gr ovfl total: 0
  – Global-route wire length before repair: 4.90 mm
  – Vias in the first global route: about 870

Place
  – Gpl congestion: just over 0.8
  – Post-DP HPWL: 2.16 mm
  – Port bufs: 24

Setup path
  – Worst r2r path cells: 6
  – Worst R2R Start: h_counter[0]
  – Crit Reg-Reg Endpoint: v_counter[6]
  – WP data arrival: 1.87 ns
  – Critical path's slowest cell: or4_1
  – Crit Path Max Fanout: 7
  – Worst Setup End Kind: output pin
  – CP required: 3.04 ns
  – Buffers & Inverters on Critical Path: 1
  – Crit path largest cell delay: 0.49 ns
  – Kind of critical path: reg2out
  – Startpoint types: flip-flop
  – Cells along the critical path: and3_1 -> or4_1 -> clkdlybuf4s50_1
  – Crit path max-delay family: simple AND/OR/NAND/NOR gates
  – FF-to-FF setup slack: ~1.9 ns

Finish
  – Layout area overhead: 39.1%
  – Proportion of layout cells with a drive suffix above 1: 10.3%
  – Final core occ: between 10% and 20%

Run status
  – Outcome: finished, final reports clean
## cell usage in the layout, fill, tap and decap left out, types with 2 or more instances in the layout
| master | count |
|---|---|
| inv_1 | 5 |
| a22o_1 | 7 |
| and3_1 | 6 |
| xor2_1 | 3 |
| dfrtp_1 | 20 |
| nand2_1 | 3 |
| a21oi_1 | 3 |
| xnor2_1 | 4 |
| nor2_1 | 13 |
| clkdlybuf4s50_1 | 24 |
| o21ai_0 | 6 |
| nand3_1 | 6 |
| nand4_1 | 2 |
| and2b_1 | 2 |
| a31oi_1 | 2 |
| nor3_1 | 6 |
| clkbuf_8 | 3 |
| ha_1 | 3 |
## logic make-up (layout without fill, tap and decap cells)
family	count (synthesis)	in the layout	synth area share, %
AND-OR/OR-AND	24	24	15.6
XOR/XNOR	7	7	5.49
adder cells (fa/ha/maj)	3	3	3.36
buffers and inverters	10	34	6.05
flip-flops	20	20	44.8
AND/OR/NAND/NOR	48	48	24.7
## layer usage
layer  track usage [%]  share of wire [%]  up-vias
li1                  -                  -      450
met1              5.31                 44      448
met2              6.40                 45       20
met3              2.40                9.7        2
met4             0.458               0.60        0
met5                 0                  0        -
## stage by stage
stage               setup WS (ns)  std cells  instance area [um^2]  total power, W
floorplan                    1.97        112                  1120        0.000220
finish                       1.17        269                  1550        0.000436
global placement             1.47        265                  1480        0.000223
detailed placement           1.46        265                  1480        0.000223
CTS                          1.15        269                  1550        0.000446
global route                 1.07        269                  1550        0.000454
## how the worst max path moves through the flow
stage                start     to  cells past startpoint
global route  h_counter[4]  hsync                      3
finish        h_counter[4]  hsync                      3
CTS           h_counter[4]  hsync                      3
## cell usage after synthesis (2+ instances only)
cell type	n	area share, %
dfrtp_1	20	45
nor2_1	13	4.4
a22o_1	7	5.5
and3_1	6	3.4
nand3_1	6	2.7
nor3_1	6	2.7
o21ai_0	6	2.7
inv_1	5	1.7
xnor2_1	4	3.1
a21oi_1	3	1.3
buf_6	3	3.0
ha_1	3	3.4
nand2_1	3	1.0
xor2_1	3	2.4
a31oi_1	2	1.1
and2b_1	2	1.3
buf_4	2	1.3
nand4_1	2	1.1
## flip-flops by register name, summed over array words and instances (netlist names)
signal and count:
h_counter 10, v_counter 10
## layout make-up
type                    count  area [um^2]
inverters                   5         18.8
multi-input cells          82          548
repair buffers             25          248
well taps                 133          166
clock inverters             1         30.0
clock buffers               3         41.3
flip-flops and latches     20          500
fillers                  1096         8090
## power by group through the flow
stage	Clock [W]	Sequential [W]	Combinational, W
global route	0.000235	0.000213	0.00000641
CTS	0.000228	0.000213	0.00000590
finish	0.000219	0.000213	0.00000535
Power and IR drop assume default switching activity.

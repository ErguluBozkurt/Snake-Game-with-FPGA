==> flow/design.v <==
`timescale 1ns / 1ps
module seven_seg(
    input clk,
    input [15:0] number,
    output reg [6:0] seg,
    output reg [3:0] an
);
    reg [1:0] digit_sel = 0;
    reg [3:0] digit_val;
    reg [19:0] refresh_counter = 0;
    always @(posedge clk) begin
        refresh_counter <= refresh_counter + 1;
        if (refresh_counter == 100000) begin
            refresh_counter <= 0;
            digit_sel <= digit_sel + 1;
        end
    end
    always @(*) begin
        case (digit_sel)
            2'b00: begin
                an = 4'b1110;
                digit_val = number[3:0];
            end
            2'b01: begin
                an = 4'b1101;
                digit_val = number[7:4];
            end
            2'b10: begin
                an = 4'b1011;
                digit_val = number[11:8];
            end
            2'b11: begin
                an = 4'b0111;
                digit_val = number[15:12];
            end
        endcase
    end
    always @(*) begin
        case (digit_val)
            4'h0: seg = 7'b1000000;
            4'h1: seg = 7'b1111001;
            4'h2: seg = 7'b0100100;
            4'h3: seg = 7'b0110000;
            4'h4: seg = 7'b0011001;
            4'h5: seg = 7'b0010010;
            4'h6: seg = 7'b0000010;
            4'h7: seg = 7'b1111000;
            4'h8: seg = 7'b0000000;
            4'h9: seg = 7'b0010000;
            4'hA: seg = 7'b0001000;
            4'hB: seg = 7'b0000011;
            4'hC: seg = 7'b1000110;
            4'hD: seg = 7'b0100001;
            4'hE: seg = 7'b0000110;
            4'hF: seg = 7'b0001110;
            default: seg = 7'b1111111;
        endcase
    end
endmodule
==> flow/run.sh <==
#!/bin/bash
# OpenROAD 26Q1-2900-gdf79404cd8, Yosys 0.63+post, stock flow scripts
make -C /OpenROAD-flow-scripts/flow DESIGN_CONFIG=/design/flow/config.mk WORK_HOME=/design/flow/orfs finish
==> flow/config.mk <==
export PLATFORM = sky130hd
export DESIGN_NAME = seven_seg
export DESIGN_NICKNAME = seven_seg
export VERILOG_FILES = /design/flow/design.v
export SDC_FILE = /design/flow/constraint.sdc
export NUM_CORES = 4
export LEC_CHECK = 1
export CORE_AREA = 10 10 100 100
export DIE_AREA = 0 0 110 110
==> flow/constraint.sdc <==
current_design seven_seg

set clk_period 3.3
set clk_io_pct 0.2

create_clock -name clk0 -period $clk_period [get_ports {clk}]

set non_clock_inputs [all_inputs -no_clocks]
set_input_delay [expr $clk_period * $clk_io_pct] -clock clk0 $non_clock_inputs
set_output_delay [expr $clk_period * $clk_io_pct] -clock clk0 [all_outputs]
==> metrics.yaml <==
cells_and_area:
  design_area_um2: 1979
  fillers: 816
  final_core_util_pct: 25.35
  drive_gt1_share_pct: 21.47
  area_growth_pct: 43.04
  final_common_cell: "clkdlybuf4s50_1"
  instances_no_fill: 293
  mostFrequentLayoutCells: "21 x clkdlybuf4s50_1, 20 x dfxtp_1, 16 x buf_4, 14 x inv_1"
setup_path:
  required_ps: 2640
  critical_path_peak_fanout: 5
  critPathKind: "in2out"
  crit_arrival_ps: 2510
  start_kind: "primary input"
  critPathCaptureType: "output port"
yosys:
  async_flop_share_pct: 0
  syn_area_per_cell_um2: 9.478
  mux_area_share_pct: 8.137
  ys_cells: 146
  synth.distinct_cells: 38
  ff_type: "dfxtp_1"
  xor_area_share_pct: 10.13
  syn_inst: 146
  ys_chip_area_um2: 1384
  synth_area_um2: 1384
  ys_sh_aoi_pct: 9.765
  logic_family: "simple AND/OR/NAND/NOR gates"
  synth-edff-count: 2
  ys_warn_count: 1
  adder_share_pct: 10.85
  ys_ff: 22
  yosys.area_share.simple_pct: 22.42
  seq_area_frac_synth_pct: 33.27
placed_design:
  placed_area_um2: 1841
  placed_cells: 282
  place_ws_ps: -107.9
  gp_congestion: 0.8222
  dp_hpwl_mm: 2.274
  port_buffers: 27
clocking:
  cts_tree: "done"
  hold_buffers: 0
  cts_root_buffer: "clkbuf_8"
  clock_sinks: 22
  worstSkewPairLatency_ps: 260
  numCtsBuffers: 3
  clockBufferDepth: 2
  clk_pin_slew_ps: 70
  cts-htree-levels: 1
sta:
  setup_viol: 0
  period_needed_ps: 3172
  final.period_utilization_pct: 96.11
  hold_slack_ps: 472.5
  finalWorstSetupSlack_ps: 128.4
  fin_tns_setup_ps: 0
  hold_violations: 0
  slew_violations: 0
  clock.fmax_ghz: 0.3153
  slew_headroom_pct: 66.37
  worstMarginPinSlew_ps: 497.9
  fin_worst_skew_ps: 6.949
routing:
  vias_per_cell: 3.894
  wl_mm: 2.978
  postRouteAntennaNets: 0
  dr.pass1.iters: 4
  drc: 0
  routedWlPerCell_um: 10.16
  n_antenna_cell: 0
  drt_iter0_drc: 29
  num_vias: 1141
outcome:
  status: "completed"
power:
  power_frac_clock_pct: 33.8
  leakage_nw: 0.8798
  p_per_area_nw_per_um2: 248.9
  p_sw_share_pct: 20.20
  intPower_mw: 0.3932
  power.total_mw: 0.4928
  power_frac_comb_pct: 11.7
  power.share.sequential_pct: 54.5
  p_sw_mw: 0.09954
  ir_drop_v: 0.0001756
global_routing:
  grt_max_degree: 13
  grt_pass1_wl_mm: 4.795
  grt_pass1_vias: 1042
  grt_use_total_pct: 4.683
  grt-ovfl-total: 0
  antenna_found_initial: 0
worst_hold_path:
  min_path_type: "reg2reg"
floorplanning:
  die_h_um: 110
  core_um2: 7807
  initial_utilization_pct: 17.72
  die-area_um2: 12100
  pin_count: 28
  placementRows: 32
  die_x_um: 110
run:
  drv_cap: 0
  warning_count: 35
state kept, by name, summed over array words and instances (netlist names):
register and flops:
digit_sel 2, refresh_counter 20
metal layers:
layer  vias to the layer above  GRT usage [%]  share of wire, %
li1                        605              -                 -
met1                       505          6.855                53
met2                        31          6.901                37
met3                         0          1.645               9.4
met4                         0              0                 0
met5                         -              0                 0
cell families (layout without fill, tap and decap cells):
family | after synthesis | count (layout)
adder cells (fa/ha/maj) | 12 | 12
buffers and inverters | 18 | 63
AND-OR/OR-AND | 17 | 17
multiplexers | 11 | 11
XOR/XNOR | 16 | 16
AND/OR/NAND/NOR | 50 | 50
flip-flops | 22 | 22
worst paths after layout:
| check | startpoint | end | depth (start not counted) | slack (ps) |
|---|---|---|---|---|
| max | number[8] | seg[0] | 8 | 130 |
| min | refresh_counter[8] | refresh_counter[8] | 1 | 470 |
| max reg2reg | refresh_counter[18] | digit_sel[0] | 4 | 1430 |
| min reg2reg | refresh_counter[8] | refresh_counter[8] | 1 | 470 |
area by class of cell:
| class | instances | area, um2 | share of cell area [%] |
|---|---|---|---|
| Clock buffer | 4 | 45.04 | 2.276 |
| Multi-Input combinational cell | 106 | 893.4 | 45.13 |
| Sequential cell | 22 | 460.4 | 23.26 |
| Inverter | 16 | 62.56 | 3.161 |
| Timing Repair Buffer | 43 | 390.4 | 19.72 |
| Tap cell | 102 | 127.6 | 6.448 |
power groups by stage:
stage	Clock (mW)	Sequential (mW)	Combinational (mW)
after global routing	0.187	0.269	0.0636
after CTS	0.171	0.269	0.0536
final	0.166	0.269	0.0578
critical path, stage by stage:
cell and delay, ps:
clkdlybuf4s50_1 400, a222oi_1 330, mux2_4 270, inv_4 50
ha_2 170, and3_1 140, a221o_1 250, dlygate4sd2_1 240
cells in the mapped netlist, types with 3 or more instances:
library cell  instances  area share, %
xor2_1               11            7.0
a21oi_1               3            1.1
and4_1                3            1.9
mux2i_1               9            6.5
inv_1                15            4.1
nand4_1               3            1.4
o22ai_1               4            1.8
dfxtp_1              20             29
ha_1                 12             11
nand2_1              11            3.0
xnor2_1               5            3.2
nor4b_1               3            1.9
a222oi_1              3            2.2
nor2_1               10            2.7
what timing repair did:
item                                    in CTS  in global routing
endpoints found under the setup margin       6                  6
resized                                      6                 11
pin swaps                                    2                  4
setup buffers                                1                  6
Power and IR drop assume default switching activity.

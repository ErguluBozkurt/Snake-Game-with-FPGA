`flow/run.sh`:
```
#!/bin/bash
# OpenROAD 26Q1-2900-gdf79404cd8, Yosys 0.63+post, stock flow scripts
make -C /OpenROAD-flow-scripts/flow DESIGN_CONFIG=/design/flow/config.mk WORK_HOME=/design/flow/orfs finish
```
`flow/constraint.sdc`:
```
current_design clock_divider

set clk_period 5.5
set clk_io_pct 0.2

create_clock -name clk0 -period $clk_period [get_ports {clk_in}]

set non_clock_inputs [all_inputs -no_clocks]
set_input_delay [expr $clk_period * $clk_io_pct] -clock clk0 $non_clock_inputs
set_output_delay [expr $clk_period * $clk_io_pct] -clock clk0 [all_outputs]
```
`flow/design.v`:
```
`timescale 1ns / 1ps
module clock_divider #(
    parameter DIV = 2
)(
    input clk_in,
    input rst,
    output reg clk_out
);
    reg [31:0] counter = 0;
    always @(posedge clk_in or posedge rst) begin
        if (rst) begin
            counter <= 0;
            clk_out <= 0;
        end else begin
            if (counter == (DIV/2 - 1)) begin
                clk_out <= ~clk_out;
                counter <= 0;
            end else begin
                counter <= counter + 1;
            end
        end
    end
endmodule
```
`flow/config.mk`:
```
export PLATFORM = sky130hd
export DESIGN_NAME = clock_divider
export DESIGN_NICKNAME = clock_divider
export VERILOG_FILES = /design/flow/design.v
export SDC_FILE = /design/flow/constraint.sdc
export NUM_CORES = 4
export LEC_CHECK = 1
export CORE_UTILIZATION = 30
```
==> run summary <==
status - finished clean
Reg-to-Reg Start - counter[3]
Routed Antenna Nets - 0
Clock Path Buffers - 2
Cell area leaders - dfrtp_1 (53%), xnor2_1 (11%), xor2_1 (6.2%), nand3_1 (4.5%), nand4_1 (4.4%)
Vias/cell - 4.83
FP Core Util - 32.1%
CP arrival - 1110 ps
Sink Count - 33
slowest cell on the critical path - clkdlybuf4s50_1
first-pass GRT wire length - 4.62 mm
die width - 74.1 microns
Max Cap Viol - 0
cell area power density - 244 nW/um^2
post-DP HPWL - 1.89 mm
Synth top area share - 53.0%
ys async rst share - 100%
reg2reg setup slack - 3550 ps
CP endpoint kind - output port
#FFs+latches synth - 33
tool warnings - 26
CTS hold repair buffers - 0
Post-CTS Setup Bufs - 0
DR pass1 iterations - 4
headroom to the max-slew limit - 41.1%
hold path cells - 1
CP Cell Sequence - clkdlybuf4s50_1
RSZ-0062 raised after global routing - no
P&R area growth vs syn - 12.4%
Fin Setup TNS - 0 ps
num rows - 25
distinct lib cells - 23
vias in the first global route - 989
Worst VDD drop - 0.103 mV
yosys stat area - 1560 sq um
total die size - 5480 sq um
Hold EP - clk_out
crit path kind - reg -> out
clock-pin slew of the registers on the worst-case setup and hold paths - 60 ps
Vias - 1044
worst path required time - 4400 ps
antenna violations before repair - 0
flip-flops with a built-in enable - 0
Hold WS - 483 ps
Final Setup Violations - 0
CP Launch Type - flop
GRT overflow - 0
routed len/inst - 12.6 microns
CTS buffer count - 5
Fin. Hold Viols - 0
CP top delay family - buffers and inverters
1st-iter DRT viols - 72
crit path max fanout - 2
total I/O pin count - 3
H-tree depth - 2
Hold Path Class - reg -> reg
Avg Cell Area, Syn - 11.1 sq um
Cell Area, Synth - 1560 sq um
die y size - 74.1 microns
worst reg2reg path depth - 4
Ys Warns - 1
share of layout cells above drive strength 1 - 8.72%
Worst R2R End - counter[23]
Clock Root Buffer - clkbuf_8
routed wire length - 2.72 mm
number of port buffers - 2
register area share after synthesis - 53.0%
CP Buf/Inv Count - 1
# Cells Yosys - 140
Final Cycle Share - 40.2%
fin. max-slew vios - 0
DRC - 0
f_max - 452 MHz
Mapped Cells - 140
Worst Tran Pin Value - 876 ps
Commonest cells post-synth - dfrtp_1 (33), xnor2_1 (20), nand3_1 (14)
Yosys top cell by area - dfrtp_1
TritonCTS clock tree - yes
Global Route Usage Sum - 11.1%
Clock Latency Late Sink - 280 ps
CTS resizes - 0
static leakage - 0.783 nW
main flop type - dfrtp_1
crit path from - clk_out
cell with the most instances after synthesis - dfrtp_1
largest net degree at the start of global routing - 34
core area - 4850 sq um
CP peak stage delay - 470 ps
RePlAce Congestion - 0.850
clock skew - 5.88 ps
Tmin final - 2210 ps
min-delay src - clk_out
Ant. Diodes - 0
cells by family (layout without fill, tap and decap cells):
group / Yosys count / after routing / synth area share (%)
xor+xnor: 31 / 31 / 17.4
fa+ha+maj: 2 / 2 / 1.61
buf+inv: 6 / 15 / 1.53
flops: 33 / 33 / 53.0
simple gates: 68 / 68 / 26.4
per-stage QoR:
stage | utilization, % | power (W) | cell area, sq um | std cells | setup slack (ps)
floorplan | - | 0.000251 | 1560 | 140 | 3680
global placement | 34.3 | 0.000253 | 1660 | 209 | 3570
detailed placement | 34.3 | 0.000253 | 1660 | 209 | 3560
CTS | 36.1 | 0.000431 | 1750 | 216 | 3280
global route | 36.1 | 0.000444 | 1750 | 216 | 3240
finish | 36.1 | 0.000427 | 1750 | 216 | 3290
how the worst max path moves through the flow:
stage                 slack (ps)       to  depth (start not counted)
final                       3290  clk_out                          1
after CTS                   3280  clk_out                          1
after global routing        3240  clk_out                          1
cells in the final DEF, fill, tap and decap left out:
master and instances:
and2_1 1, nor4_1 6, and3_1 2, clkdlybuf4s50_1 2, or4_4 1, ha_1 2, xor2_1 11, nor3_1 3
nand3_1 14, nand4_4 1, nor2_1 12, nor4b_1 1, nor4_4 1, clkbuf_8 6, and4_1 2, dfrtp_1 33
nor2b_1 1, clkbuf_1 1, nand2_1 8, nand4_1 11, xnor2_1 20, nor3b_1 1, buf_4 1, nor3_2 2
nor4_2 1, inv_1 5
layout make-up:
class | count | area (sq um)
fill | 467 | 3100
tap | 67 | 83.8
timing repair buffer | 3 | 27.5
clock buffer | 7 | 86.3
multi-input combinational | 101 | 708
sequential | 33 | 826
inverter | 5 | 18.8
where the power goes:
part,internal (W),switching [W]
combinational,0.00000114,0.00000457
clock,0.0000991,0.0000797
sequential,0.000243,0
total,0.000343,0.0000843
sequential cells by signal, indices dropped and copies added (netlist names):
signal / flops
counter: 32
clk_out: 1
routing by layer:
layer	vias to the layer above	wire [microns]	GRT usage, %
met4	0	36	1.50
li1	505	-	-
met2	15	1170	15.8
met5	-	0	0
met3	9	84	2.47
met1	515	1420	18.3
Power is estimated from default activity; no workload was simulated.
